==> design/flow/design.v <==
module score_gen(scoreOut, CounterX, CounterY, num, clock, xOffset2
    );
input clock;
input [3:0] num;
input [8:0] CounterY;
input [9:0] CounterX;
output reg scoreOut;
input [9:0] xOffset2;
wire pixelOn;
wire yPos;
wire xPos;
reg signed [9:0] xOffset;
always @(posedge clock)
begin
	xOffset <= xOffset2;
case (num)
	4'b0000: scoreOut = (CounterX <360+xOffset && CounterX>330+xOffset && (CounterY> 50 && CounterY < 55))  
	|| ((CounterX>355+xOffset && CounterX < 360+xOffset) && (CounterY>50 && CounterY<100))  
	|| ((CounterX<360+xOffset && CounterX>330+xOffset) && (CounterY>95 && CounterY<100))  
	|| ((CounterX>330+xOffset && CounterX<335+xOffset) && (CounterY>50 && CounterY<100));  
	4'b0001: scoreOut = (CounterX <346+xOffset && CounterX> 342+xOffset) && (CounterY >50 && CounterY < 100);
	4'b0010: scoreOut = (CounterX < 360+xOffset && CounterX>330+xOffset && (CounterY> 50 && CounterY <55))  
	|| ((CounterX>355+xOffset && CounterX <360+xOffset) && (CounterY>50 && CounterY<75))  
	|| ((CounterX<360+xOffset && CounterX>330+xOffset) && (CounterY>70 && CounterY<75))  
	|| ((CounterX>330+xOffset && CounterX<335+xOffset) && (CounterY>73 && CounterY<100))  
	|| ((CounterX<360+xOffset && CounterX>330+xOffset) && (CounterY>95 && CounterY<100));
   4'b0011: scoreOut = (CounterX < 360+xOffset && CounterX>330+xOffset && (CounterY> 50 && CounterY <55))  
	|| ((CounterX>355+xOffset && CounterX <360+xOffset) && (CounterY>50 && CounterY<75))  
	|| ((CounterX<360+xOffset && CounterX>330+xOffset) && (CounterY>70 && CounterY<75))  
	|| ((CounterX>355+xOffset && CounterX <360+xOffset) && (CounterY>74 && CounterY<99))  
	|| ((CounterX<360+xOffset && CounterX>330+xOffset) && (CounterY>95 && CounterY<100));
	4'b0100: scoreOut = ((CounterX>355+xOffset && CounterX <360+xOffset) && (CounterY>50 && CounterY<100))  
	|| ((CounterX<360+xOffset && CounterX>330+xOffset) && (CounterY>70 && CounterY<75))  
	|| ((CounterX>330+xOffset && CounterX<335+xOffset) && (CounterY>50 && CounterY<75));  
	4'b0101: scoreOut = (CounterX < 360+xOffset && CounterX>330+xOffset && (CounterY> 50 && CounterY <55))  
	|| ((CounterX>355+xOffset && CounterX <360+xOffset) && (CounterY>73 && CounterY<100))  
	|| ((CounterX<360+xOffset && CounterX>330+xOffset) && (CounterY>70 && CounterY<75))  
	|| ((CounterX>330+xOffset && CounterX<335+xOffset) && (CounterY>50 && CounterY<75))  
	|| ((CounterX<360+xOffset && CounterX>330+xOffset) && (CounterY>95 && CounterY<100));
	4'b0110: scoreOut = (CounterX < 360+xOffset && CounterX>330+xOffset && (CounterY> 50 && CounterY <55))  
	|| ((CounterX>355+xOffset && CounterX <360+xOffset) && (CounterY>73 && CounterY<100))  
	|| ((CounterX<360+xOffset && CounterX>330+xOffset) && (CounterY>70 && CounterY<75))  
	|| ((CounterX>330+xOffset && CounterX<335+xOffset) && (CounterY>50 && CounterY<100))  
	|| ((CounterX<360+xOffset && CounterX>330+xOffset) && (CounterY>95 && CounterY<100));
	4'b0111: scoreOut = (CounterX < 360+xOffset && CounterX>330+xOffset && (CounterY> 50 && CounterY <55))  
	|| ((CounterX>355+xOffset && CounterX <360+xOffset) && (CounterY>50 && CounterY<100));  
	endcase		
end
endmodule
==> design/flow/run.sh <==
#!/bin/bash
# OpenROAD 26Q1-2900-gdf79404cd8, Yosys 0.63+post, stock flow scripts
make -C /OpenROAD-flow-scripts/flow DESIGN_CONFIG=/design/flow/config.mk WORK_HOME=/design/flow/orfs finish
==> design/flow/config.mk <==
export PLATFORM = sky130hd
export DESIGN_NAME = score_gen
export DESIGN_NICKNAME = score_gen
export VERILOG_FILES = /design/flow/design.v
export SDC_FILE = /design/flow/constraint.sdc
export NUM_CORES = 4
export LEC_CHECK = 1
export CORE_AREA = 10 10 114 114
export DIE_AREA = 0 0 124 124
==> design/flow/constraint.sdc <==
current_design score_gen

set clk_period 4.8
set clk_io_pct 0.2

create_clock -name clk0 -period $clk_period [get_ports {clock}]

set non_clock_inputs [all_inputs -no_clocks]
set_input_delay [expr $clk_period * $clk_io_pct] -clock clk0 $non_clock_inputs
set_output_delay [expr $clk_period * $clk_io_pct] -clock clk0 [all_outputs]
==> impl_metrics.csv <==
group,metric,value,unit
final_timing,max_freq,0.277,GHz
grt,grt_pass1_wl,12.4,mm
drt,wl_met1,3.51,mm
drt,routed_via_density,5.02,
worst_hold_path,hp-class,"in2reg",
synth,enable_flop_cells,1,
clock_tree,numCtsBuffers,3,
drt,dr.pass1.iters,5,
place,place.gp.congestion,0.933,
die,die_x,124,um
final_timing,hold_ws,1.15,ns
clock_tree,cts_tree,"built",
pwr,ir_worst_vdd,101,uV
clock_tree,clockRootBuffer,"clkbuf_8",
drt,met2WireLength,3.56,mm
pwr,p_per_area,157,nW/um^2
critical_path,path_class,"reg2reg",
final_timing,finalClockSkew,0.0111,ns
grt,grt_pass1_vias,2554,
grt,grt_antenna_before_repair,0,
synth,synth-main-ff-cell,"dfxtp_1",
drt,n_antenna_cell,0,
place,port_buffers,34,
place,dp_hpwl,6.02,mm
synth,syn_area,2730,sq um
final_timing,timing.final.crit_share,75.3,%
clock_tree,clk_pin_slew,0.06,ns
synth,yosysChipArea,2730,sq um
final_timing,post-route-min-period,3.62,ns
synth,yosys_warnings,1,
clock_tree,post_cts_buffers,0,
final_layout,postLayoutCoreUtil,30.9,%
die,fp_util,26.2,%
synth,syn_area_per_cell,7.89,sq um
final_timing,relSlewSlack,44.0,%
synth,ys_ff,11,
drt,wl_per_cell,14.4,um
final_layout,drive_gt1_share,3.77,%
die,rows,37,
grt,grt_use_total,9.77,%
clock_tree,post_cts_resized,0,
final_layout,area_delta_synth_final,17.8,%
synth,postSynthSeqShare,8.44,%
flow_run,drv_cap,0,
final_timing,fin_tns_setup,0,ns
clock_tree,cts.path.max_buffers,2,
grt,grt_max_degree,25,
final_layout,final_cell_mix,"63 x ha_1, 34 x clkdlybuf4s50_1, 32 x a21oi_1",
critical_path,critPathArrivalTime,3.72,ns
drt,drt_iter0_markers,150,
flow_run,tool_warnings,36,
grt,overflow,0,
drt,met3_length,162,um
critical_path,worstSetupStartpointType,"flip-flop",
final_timing,hold_violations,0,
synth,syn_inst,346,
drt,drcViolationCount,0,
clock_tree,cts_hold_buffers,0,
die,die_area,15400,sq um
drt,wl,7.32,mm
die,ios,35,
drt,drtAntennaViolNets,0,
status,status,"finished, final reports clean",
clock_tree,clk_latency,0.25,ns
clock_tree,cts.sinks,11,
final_timing,rsz0062_at_grt,"false",
synth,yosys_cells,346,
final_timing,setup-violations-final,0,
final_timing,worstMarginPinSlew,0.839,ns
die,core-area,10400,sq um
final_timing,drv_slew,0,
final_layout,lay_top_count,"ha_1",
synth,synth-async-reset-ratio,0,%
critical_path,cp.required,4.90,ns
critical_path,endpoint_kind,"flip-flop",
clock_tree,cts_max_level,1,
pwr,p_leak,1.37,nW
synth,synth_cell_types,61,
drt,top_layer,"met4",
die,chipHeight,124,um
drt,vias,2546,
critical_path,path_max_fanout,16,
==> worst paths after layout <==
check                   start    endpoint  slack (ns)  depth (start not counted)
setup reg to reg   xOffset[5]    scoreOut        1.18                         12
hold / removal    xOffset2[9]  xOffset[9]        1.15                          1
hold reg to reg    xOffset[1]    scoreOut        1.25                          6
setup / recovery   xOffset[5]    scoreOut        1.18                         12
==> critical path: stages, from the launching register on <==
cell       delay [ns]
dfxtp_1          0.73
inv_1            0.25
o21ai_1          0.24
o21ai_0          0.15
xnor2_1          0.18
ha_1             0.31
a2111oi_0        0.43
o21ai_1          0.12
o221ai_1         0.33
o211ai_1         0.25
o21ai_0          0.23
o22ai_1          0.10
a31oi_1          0.16
==> registers in the layout (all words and copies together) (netlist names) <==
register  count
scoreOut      1
xOffset      10
==> kinds of logic (layout without fill, tap and decap cells) <==
kind of cell,Yosys count,in the layout,synth area share (%)
xor gates and xnor gates,40,40,12.8
adders and majority gates,63,63,28.9
and+or+nand+nor,96,96,19.0
DFF,11,11,8.44
AOI/OAI and AO/OA,108,108,25.9
buffers and inverters,28,53,4.95
==> routing by layer <==
metal  GRT usage (%)  up-vias
met5               0        -
li1                -     1323
met4           0.791        0
met2            17.0       46
met3           0.413        4
met1            13.7     1173
==> synthesized netlist by cell type (10+ instances only) <==
master | n | share of area, %
a21oi_1 | 32 | 5.9
nand2_1 | 28 | 3.9
nor2_1 | 19 | 2.6
xnor2_1 | 18 | 5.8
dfxtp_1 | 10 | 7.3
xor2_1 | 22 | 7.1
ha_1 | 63 | 29
nor2b_1 | 10 | 2.3
o21ai_0 | 21 | 3.9
inv_1 | 13 | 1.8
a21o_1 | 11 | 3.0
==> through the flow <==
stage                     setup WS [ns]  cells  cell area, sq um  total power, mW
after CTS                          1.20    507              3210            0.510
after floorplan                    1.80    346              2730            0.318
after global placement             1.05    503              3170            0.403
after global routing              0.815    507              3210            0.556
final                              1.18    507              3210            0.506
after detailed placement           1.04    503              3170            0.407
==> power breakdown <==
| group | internal, mW | leakage [nW] | switching [mW] |
|---|---|---|---|
| Clock | 0.0586 | 0.0228 | 0.0407 |
| Sequential | 0.0980 | 0.0947 | 0.0161 |
| Combinational | 0.138 | 1.25 | 0.154 |
==> area by class of cell <==
type,count,area [sq um]
Clock buffer,4,45.0
Fill cell,1085,7200
Multi-Input combinational cell,307,2360
Inverter,14,57.6
Timing Repair Buffer,35,348
Tap cell,136,170
Sequential cell,11,230
Power figures rest on the tool's default switching activity, not on a simulated workload.
