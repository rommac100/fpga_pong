`config.mk`:
```
export PLATFORM = sky130hd
export DESIGN_NAME = square_wave_gen
export DESIGN_NICKNAME = square_wave_gen
export VERILOG_FILES = /design/flow/design.v
export SDC_FILE = /design/flow/constraint.sdc
export NUM_CORES = 4
export LEC_CHECK = 1
export CORE_AREA = 10 10 107 107
export DIE_AREA = 0 0 117 117
```
`constraint.sdc`:
```
current_design square_wave_gen

set clk_period 9.1
set clk_io_pct 0.2

create_clock -name clk0 -period $clk_period [get_ports {clk}]

set non_clock_inputs [all_inputs -no_clocks]
set_input_delay [expr $clk_period * $clk_io_pct] -clock clk0 $non_clock_inputs
set_output_delay [expr $clk_period * $clk_io_pct] -clock clk0 [all_outputs]
```
`design.v`:
```
module square_wave_gen(
	input clk,
	input rst_n,
	output sq_wave,
	input on
);
	localparam CLOCK_FREQUENCY = 16666;
	integer counter = 0;
	reg sq_wave_reg = 0;
	assign sq_wave = sq_wave_reg;
 always @(posedge clk) begin
		if (on)
		begin
		if (rst_n) begin
			counter <= 8'h00;
			sq_wave_reg	 <= 1'b0;
		end
		else begin 
			if (counter == 8'h00) begin
				sq_wave_reg <= ~sq_wave_reg;
				counter <= CLOCK_FREQUENCY/2 - 1;  
			end 
			else 
				counter <= counter - 1; 
			end
		end
		else
		begin
		sq_wave_reg <= 0;
		end
		end
endmodule
```
`run.sh`:
```
#!/bin/bash
# OpenROAD 26Q1-2900-gdf79404cd8, Yosys 0.63+post, stock flow scripts
make -C /OpenROAD-flow-scripts/flow DESIGN_CONFIG=/design/flow/config.mk WORK_HOME=/design/flow/orfs finish
```
==> results.toml <==
# implementation run metrics
[final_layout]
final_cell_mix = "edfxtp_1 (32), nor2_1 (23), a21oi_1 (16)"
largest_reg_flops = 32
layout_top_cell = "edfxtp_1"
comb_area_um2 = 863
syn2layout_area_growth_pct = 14.9
layout-drive-gt1-share_pct = 8.65
fillerInstances = 970
seqCellArea_um2 = 981

[synth]
synth-xor-area-share_pct = 6.51
synthFlopType = "edfxtp_1"
edf_count = 32
ys_types = 42
syn_area_per_cell_um2 = 10.6
async_flop_share_pct = 0
ys_seq_share_pct = 52.1
syn_inst = 178
synth_warnings = 1
ys_sh_aoi_pct = 12.0
largest_area_cell = "edfxtp_1"
ys_area_um2 = 1880
yosysTopAreaCellShare_pct = 51.0
simple_gate_area_share_pct = 26.2
synthAdderAreaFrac_pct = 0.664
ys.flops = 33
mux_area_share_pct = 0.531
synth_area_um2 = 1880
ys_cells = 178
logic_family = "simple AND/OR/NAND/NOR gates"
area_leaders = "edfxtp_1 (51%), nor2_1 (4.6%), a21oi_1 (4.2%)"

[clock_tree]
ctsResizeCount = 0
clk_pin_slew_ps = 80
htreeDepth = 2
post_cts_buffers = 0
cts_num_sinks = 33
clock_latency_ps = 290
clk_path_buf_depth = 2
cts_tree = "built"
cts_made_buffers = 5
cts_hold_buf = 0
clockRootBuffer = "clkbuf_8"

[die]
fp_util_pct = 20.5
rows = 35
die_w_um = 117
pin_count = 4
die_area_um2 = 13700
dieHeight_um = 117
coreArea_um2 = 9200

[sta]
slew_headroom_pct = 62.1
finalHoldViolCount = 0
fin_worst_skew_ps = 13.1
fmax_mhz = 312
report.final.slew_viol_count = 0
worst_pin_slew_ps = 566
setup-violations-final = 0
final.setup.tns_ps = 0
rsz0062_at_grt = "false"
layout_min_cycle_time_ps = 3200
hold_ws_ps = 610
min_period_over_period_pct = 35.2

[global_routing]
first_global_vias = 1394
antenna_found_initial = 0
track_usage_pct = 6.05
grt_max_degree = 34
gr-total-overflow = 0
grt_pass1_wl_um = 6710

[setup_path]
endpoint_kind = "register"
r2r_end = "counter[21]"
timing.rr.start = "counter[28]"
worstSetupPathType = "in2reg"
worst_setup_path_start_kind = "primary input"
cp.required_ps = 9150
reg2regPathDepth = 5
worstPathArrival_ps = 3250
worstPathMaxFanout = 12
ff2ff_setup_slack_ps = 6410

[placement]
port_buffers = 3
dp_hpwl_um = 2550
gp_congestion = 0.853

[flow_run]
tool_warnings = 25
max_cap_viol_count = 0

[routing]
wl_per_cell_um = 12.9
drt_iter0_markers = 92
firstDrtPassIters = 4
remaining_drc_errors = 0
antenna_left = 0
n_antenna_cell = 0
wirelength_um = 3810
viasPerCell = 4.63
num_vias = 1370

[pwr]
p_per_area_nw_per_um2 = 178
leakagePower_uw = 0.000653
ir_drop_mv = 0.0852

[hold_path]
hp-class = "reg2reg"
min_from = "counter[0]"
worstHoldEndpoint = "counter[0]"
hold_depth = 1

[run_status]
status = "finished, final reports clean"
worst max-delay path: stages:
cell and delay, ps:
clkdlybuf4s50_1 740, inv_1 200, o41ai_1 160, nor3_1 80, a211o_1 240
routing by layer:
metal	global-route usage, %	vias up	routed length [um]
met5	0	-	0
met2	8.92	27	1660
li1	-	697	-
met3	1.65	9	147
met1	8.61	637	1870
met4	1.81	0	135
report_power, final:
group	internal, uW	leakage [uW]	switching, uW
Clock	109	0.0000681	56.6
Combinational	12.2	0.000250	18.2
Sequential	178	0.000335	10.6
stage by stage:
step	total power, uW	area, um^2	instances	setup WS [ps]	util, %
after floorplan	212	1880	178	6540	-
after global placement	222	2030	288	5610	22.1
after detailed placement	222	2030	288	5570	22.1
after CTS	389	2170	296	5900	23.6
after global routing	400	2170	296	5790	23.6
final	385	2170	296	5900	23.6
kinds of logic (layout without fill, tap and decap cells):
family | after synthesis | count (layout)
and+or+nand+nor | 85 | 85
xor gates and xnor gates | 14 | 14
adders and majority gates | 1 | 1
AOI/OAI and AO/OA | 36 | 36
buffers and inverters | 8 | 15
muxes | 1 | 1
DFF | 33 | 33
how the worst max path moves through the flow:
stage | start | endpoint | slack [ps] | cells past startpoint
global route | rst_n | counter[12] | 5790 | 5
CTS | rst_n | counter[12] | 5900 | 5
finish | rst_n | counter[12] | 5900 | 5
synth_stat cells (2+ instances only):
master and count:
o21ai_0 7, and2_1 2, clkbuf_1 2, nor4_1 3
o31ai_1 4, xnor2_1 9, nand2_1 11, o41ai_1 2
and3_1 3, nor3_2 2, a21oi_1 16, nor4b_1 2
nor4_4 2, nor2_1 23, nand4_1 3, nand3_1 4
xor2_1 5, edfxtp_1 32, nand3b_1 2, or3_1 8
or4_1 4, nor3_1 10, inv_1 3
cell type report:
| cell class | instances | area share [%] |
|---|---|---|
| flip-flops and latches | 33 | 45.3 |
| repair buffers | 4 | 1.73 |
| clock inverters | 3 | 3.00 |
| multi-input cells | 137 | 39.9 |
| well taps | 111 | 6.41 |
| clock buffers | 5 | 3.18 |
| inverters | 3 | 0.520 |
No activity file was given, so power comes from the tool's default toggle rates.
